## design/flow/run.sh

```bash
#!/bin/bash
# OpenROAD 26Q1-2900-gdf79404cd8, Yosys 0.63+post, stock flow scripts
make -C /OpenROAD-flow-scripts/flow DESIGN_CONFIG=/design/flow/config.mk WORK_HOME=/design/flow/orfs finish
```

## design/flow/config.mk

```make
export PLATFORM = sky130hd
export DESIGN_NAME = EX_MEM
export DESIGN_NICKNAME = EX_MEM
export VERILOG_FILES = /design/flow/design.v
export SDC_FILE = /design/flow/constraint.sdc
export NUM_CORES = 4
export LEC_CHECK = 1
export CORE_UTILIZATION = 30
```

## design/flow/constraint.sdc

```tcl
current_design EX_MEM

set clk_period 1.0
set clk_io_pct 0.2

create_clock -name clk0 -period $clk_period [get_ports {clk}]

set non_clock_inputs [all_inputs -no_clocks]
set_input_delay [expr $clk_period * $clk_io_pct] -clock clk0 $non_clock_inputs
set_output_delay [expr $clk_period * $clk_io_pct] -clock clk0 [all_outputs]
```

## design/flow/design.v

```verilog
module EX_MEM(clk, rst,rd_input,MemToReg_input,ALU_res_input, WriteData_input, RegDst_input,MemWrite_input, MemRead_input, RegWrite_input, ALU_res_output, WriteData_output,rd_output,MemToReg_output, MemRead_output, RegWrite_output,RegDst_output,MemWrite_output);
    input [31:0] ALU_res_input, WriteData_input;
    input [4:0] rd_input;
    input [1:0] MemToReg_input, RegDst_input;
    input MemWrite_input, MemRead_input, RegWrite_input, clk, rst;
    output reg [31:0] ALU_res_output, WriteData_output;
    output reg [4:0] rd_output;
    output reg [1:0] MemToReg_output, RegDst_output;
    output reg MemWrite_output, MemRead_output, RegWrite_output;
    always @(posedge clk) begin
        if (rst == 1'b0) begin
            rd_output <= rd_input;
            MemWrite_output <= MemWrite_input;
            WriteData_output <= WriteData_input;
            ALU_res_output <= ALU_res_input;
            RegWrite_output <= RegWrite_input;
            MemToReg_output <= MemToReg_input;
            MemRead_output <= MemRead_input;
            RegDst_output <= RegDst_input;
        end
        else if(rst == 1'b1) begin
            rd_output <= 5'b0;
            MemWrite_output <= 1'b0;
            WriteData_output <= 32'b0;
            ALU_res_output <= 32'b0;
            MemRead_output <= 1'b0;
            RegDst_output <= 2'b0;
            RegWrite_output <= 1'b0;
            MemToReg_output <= 2'b0;
        end
    end
endmodule
```

==> impl_metrics.yaml <==
# generated from flow reports
worst_setup_path:
  cp.buffers_inverters: 1
  crit_arrival_ns: 0.75
  critical_path_required_ns: 0.80
  crit_slowest_cell: "dfxtp_2"
  cp_top_family: "flip-flops"
  start_kind: "flop"
  crit_chain: "buf_2"
  slowest_delay_ns: 0.31
  cp_max_fo: 1
  worstSetupPathType: "reg -> out"
  worst_setup_path_end_kind: "output pin"
detailed_routing:
  drc_errors: 0
  num_antenna_cells: 0
  first_pass_iters: 21
  drt_iter0_markers: 47
  routed_wl_um: 4530
  wl_per_cell_um: 11.3
  antenna_left: 0
  vias: 1541
  drt-vias-per-instance: 3.85
sta:
  period_used_share: 0.949
  finalHoldViolCount: 0
  finalSetupViolations: 0
  rsz0062_at_grt: "false"
  finalSetupTns_ns: 0
  maxSlewViolCount: 0
  worstMarginPinSlew_ns: 0.163
  max_slew_margin: 0.891
  fin_crit_ns: 0.949
  max_freq_ghz: 1.05
power_and_ir_drop:
  total_power_mw: 5.88
  power.density_mw_per_mm2: 1700
  ir_worst_vdd_mv: 0.783
  p_leak_nw: 1.58
finish:
  syn2layout_area_growth_pct: 67.9
  lay_top_cells: "buf_2 (77), nor2b_1 (76), clkdlybuf4s50_1 (76)"
  design_area_sq_mm: 0.00347
  mostFrequentLayoutCell: "buf_2"
  drive_above_1_share: 0.297
logic_synthesis:
  yosysCellCount: 160
  mappedNetlistArea_sq_mm: 0.00206
  syn_inst: 160
  ys_types: 5
  yosys_register_bits: 76
  ys_chip_area_sq_mm: 0.00206
  syn_area_per_cell_sq_um: 12.9
  synth.yosys.warnings: 1
  ys_seq_share: 0.737
die:
  coreArea_sq_mm: 0.00649
  rows: 29
  fp_util: 0.318
  die_w_um: 85.0
  dieHeight_um: 85.0
  design.die.area_sq_mm: 0.00722
  io_pins: 154
global_route:
  grt_use_met3: 0.0444
  track_usage: 0.129
  grtUsageMet1: 0.184
  grt_use_met2: 0.198
  grt_max_degree: 39
  antenna_found_initial: 0
  grt.busiest_layer: "met2"
  grt-ovfl-total: 0
  grt_pass1_wl_um: 7160
  first_global_vias: 1443
cts:
  cts_tree: "yes"
  root_buffer: "clkbuf_8"
  cts.path.max_buffers: 2
  clkSinkCount: 76
  cts_htree_levels: 3
  cts_buffers: 9
  post_cts_buffers: 0
  clkSlewWorstSetupHoldPaths_ns: 0.07
job:
  warning_count: 25
  cap_violations: 0
status:
  status: "finished, final reports clean"
place:
  gp_congestion: 0.774
  io_buffer_count: 153
  placedInstanceArea_sq_mm: 0.00366
  dp_hpwl_um: 3320
min_path:
  hold_path_depth: 3
  hold_end: "RegDst_output[1]$_SDFF_PP0_"
  hp-start: "rst"
  hold_path.class: "in -> reg"
## layout make-up
type	instances	area [sq um]
fill	581	3030
sequential	76	1530
timing repair buffer	155	1190
multi-input combinational	76	475
clock buffer	15	176
tap	77	96.3
clock inverter	1	5.00
## what timing repair did
item                                    CTS  global route
hold buffers                              0             0
resized                                 234             0
endpoints found under the setup margin   76             0
## metal layers
metal  up-vias  share of wire
li1        792              -
met1       650           0.38
met2        90           0.46
met3         9           0.14
met4         0          0.014
met5         -              0
## cell usage after synthesis, drive strengths merged
cell,instances,share of area
buf,8,0.033
dfxtp,76,0.74
nor2b,76,0.23
## where the power goes
part	leakage (nW)	internal, mW	switching [mW]
Sequential	0.635	3.19	0.0301
Combinational	0.848	0.444	0.125
Clock	0.0937	1.11	0.985
## worst max-delay path by stage
| stage | startpoint | endpoint | slack (ns) | cells past startpoint |
|---|---|---|---|---|
| 4_1_cts | RegDst_output[1]$_SDFF_PP0_ | RegDst_output[1] | 0.02 | 1 |
| 5_1_grt | RegDst_output[1]$_SDFF_PP0_ | RegDst_output[1] | 0.0003 | 1 |
| 6_report | RegDst_output[1]$_SDFF_PP0_ | RegDst_output[1] | 0.05 | 1 |
## state kept, by name, summed over array words and instances, names as in the netlist
register,flops
rd_output,5
MemRead_output,1
MemToReg_output,2
RegWrite_output,1
WriteData_output,32
RegDst_output,2
ALU_res_output,32
MemWrite_output,1
## logic make-up after synthesis
| group | count (synthesis) | synth area share |
|---|---|---|
| flip-flops | 76 | 0.737 |
| buffers and inverters | 8 | 0.0327 |
| AND/OR/NAND/NOR | 76 | 0.230 |
## per-stage QoR
step	std cells	hold WS [ns]	setup slack (ns)	util
CTS	400	0.291	0.0162	0.534
detailed placement	384	0.660	0.0110	0.563
global placement	384	0.658	0.0124	0.563
floorplan	160	0.328	0.371	-
global route	400	0.316	0.000339	0.534
finish	400	0.311	0.0513	0.534
No activity file was given, so power comes from the tool's default toggle rates.
