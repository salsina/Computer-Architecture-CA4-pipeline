===== ./design.v =====
module ID_EX(clk, rst,inp1, inp2, inp3,inp4, inp5, inp6,inp8,inp9, inp13,inp7, inp10, inp11, inp12,out1, out2, out3,out4, out5, out6,out8,out9, out13,out7, out10, out11, out12);
    input [31:0] inp1, inp2, inp3;
    input [4:0] inp4, inp5, inp6;
    input [2:0] inp8;
    input [1:0] inp9, inp13;
    input inp7, inp10, inp11, inp12;
    input clk, rst;
    output reg [31:0] out1, out2, out3;
    output reg [4:0] out4, out5, out6;
    output reg [2:0] out8;
    output reg [1:0] out9, out13;
    output reg out7, out10, out11, out12;
    always @(posedge clk) begin
        if (rst == 1'b0) begin
            out1 <= inp1;
            out2 <= inp2;
            out3 <= inp3;
            out4 <= inp4;
            out5 <= inp5;
            out6 <= inp6;
            out7 <= inp7;
            out8 <= inp8;
            out9 <= inp9;
            out10 <= inp10;
            out11 <= inp11;
            out12 <= inp12;
            out13 <= inp13;
        end
        else begin
            out1 <= 32'b0;
            out2 <= 32'b0;
            out3 <= 32'b0;
            out4 <= 5'b0;
            out5 <= 5'b0;
            out6 <= 5'b0;
            out7 <= 1'b0;
            out8 <= 3'b0;
            out9 <= 2'b0;
            out10 <= 1'b0;
            out11 <= 1'b0;
            out12 <= 1'b0;
            out13 <= 2'b0;
        end
    end
endmodule

===== ./run.sh =====
#!/bin/bash
# OpenROAD 26Q1-2900-gdf79404cd8, Yosys 0.63+post, stock flow scripts
make -C /OpenROAD-flow-scripts/flow DESIGN_CONFIG=/design/flow/config.mk WORK_HOME=/design/flow/orfs finish

===== ./config.mk =====
export PLATFORM = sky130hd
export DESIGN_NAME = ID_EX
export DESIGN_NICKNAME = ID_EX
export VERILOG_FILES = /design/flow/design.v
export SDC_FILE = /design/flow/constraint.sdc
export NUM_CORES = 4
export LEC_CHECK = 1
export CORE_UTILIZATION = 30

===== ./constraint.sdc =====
current_design ID_EX

set clk_period 1.0
set clk_io_pct 0.2

create_clock -name clk0 -period $clk_period [get_ports {clk}]

set non_clock_inputs [all_inputs -no_clocks]
set_input_delay [expr $clk_period * $clk_io_pct] -clock clk0 $non_clock_inputs
set_output_delay [expr $clk_period * $clk_io_pct] -clock clk0 [all_outputs]

==> summary.txt <==
Flow results follow.

The flow ran to the end, but the final reports show violations. The checks that failed: setup timing. The script extracted a total leakage power of roughly 0.0027 uW.

The met2 track demand over resource in global routing is 0.254. The main area contributors are sky130_fd_sc_hd__dfxtp_1, sky130_fd_sc_hd__nor2b_1, sky130_fd_sc_hd__buf_4. Entering global routing, the biggest net connects 34 pins. The post-placement cell area is 5910 um2. The final wirelength is just under 9 mm. The tally of OpenROAD warnings is 27. The number of hold buffers added after CTS is 0. The hold violation count in the final report is 0.

The antenna cell count is 0. In the layout the commonest cells are sky130_fd_sc_hd__nor2b_1, sky130_fd_sc_hd__clkdlybuf4s50_1, sky130_fd_sc_hd__buf_2. The core utilization of the finished layout is 0.566. After floorplanning, the core was divided into 37 placement rows. The non-filler instance count after layout is approximately 660. The mean number of vias per cell is 3.82.

The root cell of the clock tree is sky130_fd_sc_hd__clkbuf_8. The routed layout has approximately 2.5k vias. The final-report max-slew violation count is 0. STA classifies the critical path endpoint as an output pin. The depth of the CTS H-tree is 4. The final number of setup-violating endpoints is between 100 and 150.

The synthesis-stage register bit count is around 120. The number of nets still failing antenna checks after routing is 0. The count of TritonRoute iterations in the first routing pass is 2. The met1 track demand over resource is 0.187. The clock transition at the register clock pins on the worst setup and hold paths after CTS is about 60 ps. The global routing usage on met3 is 0.0769. Per STA, the worst path is made up of buf_2. In this design, the largest share of critical-path delay is due to flip-flops. Counting the buffers created by CTS gives 17. After global routing, the most crowded layer is met2. After routing the design area is 5920 um2. Looking at the critical path, the single cell with the biggest stage delay is sky130_fd_sc_hd__dfxtp_2. The overall power after layout is approximately 12,000 uW.

The first global-routing pass estimated around 13 mm of wire. The tree built by TritonCTS fans out to 122 sinks. VDD sags by at most 1040 uV.

The count of buffering cells on the critical path with inverters included is 1. Yosys stat counts roughly 260 cells in the synthesized netlist. The post-placement cell count is between 600 and 700.

The die is approximately 110 um wide. The detailed placer's ending HPWL is around 6.5 mm. Counting the warning lines in the Yosys log gives 1. The number of antenna violations at the first check in global routing is 0. In the floorplan report the effective utilization is 0.315. TritonCTS built the clock tree. The total overflow left after global routing is 0. The slack of the critical path is -121 ps. The data arrival time at the worst-slack endpoint is about 920 ps.

The flow reported a cell area power density of 2080 nW/um2. The cell area that synthesis handed to floorplanning was 3290 um2. The top-level I/O count is 246.

Along the worst path, the maximum fanout reaches 1. The transition time recorded at the tightest slew-check pin is between 200 and 300 ps. The required time at the endpoint of the critical path is 800 ps. Setup repair after global routing could not meet its margin everywhere. The clock passes through at most 2 buffers. The largest stage delay on the critical path is 310 ps. For the finished layout, the period the worst path requires is ~1100 ps. After its last routability iteration, the placer logged a weighted congestion of ~0.75. Measured against its own limit, the worst slew margin works out to 0.816. The remaining design rule violation count is 0.

The share of synthesized area in the top cell type comes to 0.742. The die extent in y is around 110 um. The area growth from synthesis to layout is 79.8%. In this run the maximum-capacitance check reported violations numbering 0.

For this run, the top clock speed supported by timing is 0.892 GHz. The layout cell share with drive strength beyond 1 is 0.320. The via count of the first global-routing pass is 2,514. The start-to-end type of the worst setup path is reg -> out.

The synthesized area per cell is 12.8 um2. The number of design-rule violations left by the first detailed-router iteration is 70. The average wire length per cell after detail routing is 13.2 um. The tally of unique sky130hd cells used after synthesis is 4. STA reports the tightest min-delay check as being of type in -> reg. STA classifies the critical path startpoint as a register. The area figure in the yosys stat output is between 3000 and 4000 um2. The count of input and output buffers is ~250. The area of the placeable core is approximately 10,000 um2. Counting every instance in the synthesized netlist gives roughly 260. The total routing usage reported by global routing is 0.156. The area of the die is 11,400 um2. Per Yosys stat, the portion of area used by sequential elements is 0.742. The cell type with the highest aggregate area in the netlist is sky130_fd_sc_hd__dfxtp_1.

The final clock period utilization by the worst path is 1.12.
## report_power, final
group          total, uW  switching, uW  internal (uW)
clock network       6180           2090           4090
registers           5180           49.8           5130
logic                952            228            724
total              12300           2370           9940
## cells by family after synthesis
family	after synthesis	synth area share
flops	122	0.742
simple gates	122	0.232
buf+inv	13	0.0266
## sequential cells by signal, summed over array words and instances, names as in the netlist
signal / cells
out10: 1
out4: 5
out1: 32
out13: 2
out6: 5
out2: 32
out8: 3
out11: 1
out9: 2
out5: 5
out3: 32
out12: 1
out7: 1
## what timing repair did
item                       4_1_cts  5_1_grt
gates resized                  386        5
setup endpoints to repair      122      122
setup buffers                    0        0
pin swaps                        0        0
## synth_stat cells
cell / count
sky130_fd_sc_hd__dfxtp_1: 122
sky130_fd_sc_hd__buf_4: 9
sky130_fd_sc_hd__nor2b_1: 122
sky130_fd_sc_hd__buf_2: 4
## routing by layer
layer / vias to the layer above / part of all wire
met5: - / 0
met4: 0 / 0.024
met3: 16 / 0.12
met2: 147 / 0.48
met1: 1078 / 0.37
li1: 1287 / -
## cell type report
class / count / area, um2
Clock buffer: 19 / 432
Clock inverter: 12 / 174
Fill cell: 915 / 4540
Multi-Input combinational cell: 122 / 763
Sequential cell: 122 / 2450
Tap cell: 136 / 170
Timing Repair Buffer: 250 / 1930
## metrics by stage
stage / TNS [ps] / hold WS (ps) / worst slack [ps]
after detailed placement: 0 / 659 / 9.29
after global routing: -17780 / 115 / -174
final: -11180 / 130 / -121
after global placement: 0 / 646 / 12.5
after floorplan: 0 / 328 / 352
after CTS: -14850 / 123 / -149
## worst paths after layout
path	start	depth (start not counted)	end
min	rst	3	out1[8]
max	out2[8]	1	out2[8]
Power figures rest on the tool's default switching activity, not on a simulated workload.
