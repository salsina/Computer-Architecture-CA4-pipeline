<file path="config.mk">
export PLATFORM = sky130hd
export DESIGN_NAME = EX
export DESIGN_NICKNAME = EX
export VERILOG_FILES = /design/flow/design.v
export SDC_FILE = /design/flow/constraint.sdc
export NUM_CORES = 4
export LEC_CHECK = 1
export CORE_UTILIZATION = 50
</file>
<file path="constraint.sdc">
current_design EX

set clk_period 1.0
set clk_io_pct 0.2

create_clock -name clk0 -period $clk_period

set non_clock_inputs [all_inputs -no_clocks]
set_input_delay [expr $clk_period * $clk_io_pct] -clock clk0 $non_clock_inputs
set_output_delay [expr $clk_period * $clk_io_pct] -clock clk0 [all_outputs]
</file>
<file path="design.v">
module ALU(A,B,ALUsrc,ALUresult,zero);
    input [31:0] A,B;
    input [2:0] ALUsrc;
    output reg zero;
    output reg[31:0] ALUresult;
    always@(A,B,ALUsrc) begin
        if (ALUsrc == 3'b0)
            ALUresult = A & B;
        else if (ALUsrc == 3'b001)
            ALUresult = A | B;
        else if (ALUsrc == 3'b010)
            ALUresult = A + B;
        else if (ALUsrc == 3'b110)
            ALUresult = A - B;
        else if (ALUsrc ==3'b111)
            if (A<B) ALUresult = {31'b0,1'b1};
            else ALUresult = 32'b0;
        if (ALUresult == 32'b0)
            zero = 1'b1;
        else
            zero = 1'b0;
    end
endmodule
module EX(WriteData, alu_res_mem,ReadReg1, ReadReg2, imdt,rt, rd,alu_op,Aforward, Bforward, RegDst,WriteData_out,rd_out,AluSrc,alu_res);
    input [31:0] ReadReg1, ReadReg2, imdt, WriteData, alu_res_mem;
    input [4:0] rt, rd;
    input [2:0] alu_op;
    input [1:0] Aforward, Bforward, RegDst;
    input AluSrc;
    output wire [31:0] alu_res, WriteData_out;
    output wire [4:0] rd_out;
    wire alu_zero_out;
    wire [31:0] mux_B_src_out, mux_A_out, mux_B_out;
    MUX2_32 mux_B_src(ReadReg2, imdt, AluSrc, mux_B_src_out);
    MUX3_32 mux_A(ReadReg1, WriteData, alu_res_mem, Aforward, mux_A_out);
    MUX3_32 mux_B(mux_B_src_out, WriteData, alu_res_mem, Bforward, mux_B_out);
    MUX2_5 RegDst_mux(rt, rd, RegDst[0], rd_out);
    ALU alu(mux_A_out, mux_B_out, alu_op, alu_res, alu_zero_out);
    assign WriteData_out = ReadReg2;
endmodule
module MUX2_32(inp1,inp2,s,out);
    input [31:0] inp1,inp2;
    input s; 
    output wire [31:0] out;
    assign out = s ? inp2 : inp1;
endmodule
module MUX2_5(inp1,inp2,s,out);
    input [4:0] inp1,inp2;
    input s; 
    output wire [4:0] out;
    assign out = s ? inp2 : inp1;
endmodule
module MUX3_32(inp1, inp2, inp3,s, out);
    input [31:0] inp1, inp2, inp3;
    input [1:0] s;
    output reg [31:0] out;
    always @(s,inp1,inp2,inp3) begin
        if (s == 2'b00) out = inp1;
        else if(s == 2'b01) out = inp2;
        else if(s == 2'b10) out = inp3;
    end
endmodule
</file>
<file path="run.sh">
#!/bin/bash
# OpenROAD 26Q1-2900-gdf79404cd8, Yosys 0.63+post, stock flow scripts
make -C /OpenROAD-flow-scripts/flow DESIGN_CONFIG=/design/flow/config.mk WORK_HOME=/design/flow/orfs finish
</file>
==> metrics.txt <==
# HELP chip_impl_metric Flow report values
# TYPE chip_impl_metric gauge
chip_impl_metric{name="finalSetupTns",unit="ps"} 0
chip_impl_metric{name="num_vias",unit=""} 8071
chip_impl_metric{name="number_of_pins_with_negative_max_slew_slack_in_the_final_report",unit=""} 0
chip_impl_metric{name="worst_hold_path.num_cells",unit=""} 2
chip_impl_info{name="dominant_register_cell",value="sky130_fd_sc_hd__dlxtn_1"} 1
chip_impl_metric{name="post-route-drc-count",unit=""} 0
chip_impl_metric{name="die_w",unit="um"} 129
chip_impl_info{name="post_synth_main_area_contributors",value="sky130_fd_sc_hd__dlxtn_1 (18%), sky130_fd_sc_hd__ha_1 (15%), sky130_fd_sc_hd__mux2i_1 (10%)"} 1
chip_impl_metric{name="warnings",unit=""} 99
chip_impl_metric{name="number_of_antenna_violations_at_the_first_check_in_global_routing",unit=""} 1
chip_impl_metric{name="finalHoldWorstSlack",unit="ps"} 764
chip_impl_metric{name="fp_util",unit="%"} 51.0
chip_impl_metric{name="synth-xor-area-share",unit="%"} 3.15
chip_impl_metric{name="fraction_of_final_layout_cells_sized_beyond_drive_strength_1",unit="%"} 8.08
chip_impl_metric{name="grt_first_pass_wirelength",unit="mm"} 37.8
chip_impl_metric{name="critPathArrivalTime",unit="ps"} 770
chip_impl_info{name="worst_setup_path_start_kind",value="input port"} 1
chip_impl_metric{name="fa_ha_area_share",unit="%"} 15.5
chip_impl_info{name="result_of_the_run",value="finished, final reports clean"} 1
chip_impl_metric{name="wl",unit="mm"} 24.4
chip_impl_metric{name="finalHoldViolations",unit=""} 0
chip_impl_metric{name="drt-pass1-iter-count",unit=""} 5
chip_impl_metric{name="worst_path_largest_cell_delay",unit="ps"} 460
chip_impl_metric{name="pwr_density_cell",unit="nW/um2"} 322
chip_impl_metric{name="max_cap_viol_count",unit=""} 0
chip_impl_metric{name="p_total",unit="uW"} 3350
chip_impl_metric{name="largest_net_degree_at_the_start_of_global_routing",unit=""} 66
chip_impl_metric{name="cell_row_count",unit=""} 46
chip_impl_metric{name="distinct_cell_type_count_after_synthesis",unit=""} 71
chip_impl_metric{name="place.port_buffers",unit=""} 248
chip_impl_info{name="timing.hold.worst_endpoint",value="WriteData_out[15]"} 1
chip_impl_metric{name="vias_per_cell",unit=""} 5.31
chip_impl_metric{name="io_pins",unit=""} 249
chip_impl_metric{name="post-cts-setup-buffers",unit=""} 0
chip_impl_metric{name="die-area",unit="um2"} 16700
chip_impl_metric{name="syn-instance-count",unit=""} 1122
chip_impl_metric{name="fp.dieH",unit="um"} 129
chip_impl_info{name="crit_chain",value="buf_2, clkdlybuf4s50_1"} 1
chip_impl_metric{name="yosys_cells",unit=""} 1122
chip_impl_metric{name="first_global_vias",unit=""} 7213
chip_impl_metric{name="final_core_util",unit="%"} 65.8
chip_impl_metric{name="worst_slew_margin_rel",unit="%"} 50.1
chip_impl_metric{name="layout_setup_ws",unit="ps"} 30.5
chip_impl_metric{name="postSynth.asyncResetShare",unit="%"} 0
chip_impl_metric{name="grt_overflow_total",unit=""} 0
chip_impl_metric{name="setup_violations_final",unit=""} 0
chip_impl_metric{name="fin_crit",unit="ps"} 970
chip_impl_info{name="hold_class",value="in -> out"} 1
chip_impl_metric{name="p_leak",unit="uW"} 0.00494
chip_impl_metric{name="synth_simple_gate_area_share",unit="%"} 14.3
chip_impl_metric{name="yosys.stat.chipArea",unit="um2"} 8070
chip_impl_metric{name="critPathMaxFanout",unit=""} 2
chip_impl_info{name="synthDominantAreaCellType",value="sky130_fd_sc_hd__dlxtn_1"} 1
chip_impl_metric{name="critPathBufInv",unit=""} 2
chip_impl_metric{name="area.growth.synth_to_final",unit="%"} 29.0
chip_impl_metric{name="unconstrained_endpoints",unit=""} 128
chip_impl_metric{name="placeableCoreArea",unit="um2"} 15800
chip_impl_metric{name="edf_count",unit=""} 0
chip_impl_metric{name="placement.setup.worst_slack",unit="ps"} -767
chip_impl_info{name="critical_path.slowest_cell",value="sky130_fd_sc_hd__clkdlybuf4s50_1"} 1
chip_impl_info{name="yosys-dominant-comb-family",value="AND-OR/OR-AND gates"} 1
chip_impl_info{name="timing.hold.worst.start",value="ReadReg2[15]"} 1
chip_impl_metric{name="worst_pin_slew",unit="ps"} 746
chip_impl_metric{name="cp.required",unit="ps"} 800
chip_impl_metric{name="max_clock_freq",unit="MHz"} 1030
chip_impl_metric{name="groute.usage.overall",unit="%"} 29.5
chip_impl_metric{name="avgRoutedWirePerCell",unit="um"} 16.1
chip_impl_metric{name="syn-mean-instance-area",unit="um2"} 7.19
chip_impl_metric{name="drt_first_iter_violations",unit=""} 446
chip_impl_metric{name="detailedPlacementHpwl",unit="mm"} 19.8
chip_impl_metric{name="number_of_register_pins_that_no_clock_reaches",unit=""} 96
chip_impl_metric{name="ys_sh_mux",unit="%"} 10.9
chip_impl_metric{name="globalplace.congestion",unit=""} 0.957
chip_impl_info{name="critical_path.endpoint_type",value="primary output"} 1
chip_impl_metric{name="syn_area",unit="um2"} 8070
chip_impl_metric{name="postRouteAntennaNets",unit=""} 0
chip_impl_info{name="path_delay_family",value="buffers and inverters"} 1
chip_impl_metric{name="synth_largest_type_area_fraction",unit="%"} 17.8
chip_impl_info{name="rsz_0062_raised_after_global_routing",value="no"} 1
chip_impl_metric{name="ys_sh_aoi",unit="%"} 26.4
chip_impl_metric{name="ys_ff",unit=""} 96
chip_impl_info{name="worstSetupPathType",value="in -> out"} 1
chip_impl_metric{name="finalClockPeriodUsage",unit="%"} 97.0
chip_impl_metric{name="max-vdd-ir-drop",unit="mV"} 0.262
chip_impl_metric{name="synthesis.yosys.warnings",unit=""} 2
per-layer routing:
metal / routed length [um] / track usage, % / vias to the layer above / part of all wire (%)
met5: 0 / 0 / - / 0
met4: 356 / 4.22 / 0 / 1.5
met3: 1730 / 3.83 / 20 / 7.1
met2: 10400 / 44.5 / 311 / 43
met1: 11900 / 46.2 / 3539 / 49
li1: - / - / 4201 / -
cells in the final DEF (no fill, tap or decap), drive strengths merged, types with 9 or more instances in the layout:
master,count
inv,105
o22ai,29
buf,66
clkdlybuf4s50,178
o21ai,110
dlygate4sd2,16
ha,97
a22oi,12
nand2,101
nand3,13
o21bai,13
o31ai,9
nor2,79
mux2i,81
clkdlybuf4s15,24
xnor2,25
a21oi,97
dlxtn,96
a21o,16
nor3,18
flip-flops by register name (all words and copies together) (netlist names):
| register | cells |
|---|---|
| mux_A.out | 32 |
| mux_B.out | 32 |
| alu.ALUresult | 32 |
per-stage QoR:
stage,cells,cell area (um2)
after detailed placement,1516,10500
after global routing,1517,10400
after global placement,1516,10500
after CTS,1516,10400
after floorplan,1122,8070
final,1519,10400
cell usage after synthesis (all sizes together) (3+ instances only):
master	number
nor4	4
xor2	4
o22ai	29
a211oi	6
buf	54
o31ai	9
o21ai	110
dlxtn	96
nor2b	7
a31o	3
mux2	6
nand3	13
nor2	79
o21bai	13
a21o	16
a22oi	12
a21oi	97
and2	4
inv	105
xnor2	25
a31oi	4
nand2	101
o21a	6
nand2b	7
ha	97
and3	5
nor3	18
clkbuf	52
o211ai	7
nand4	7
or4	5
mux2i	81
a221oi	3
worst max-delay path by stage:
stage       startpoint                end  slack (ps)  cells after the start
5_1_grt   ReadReg2[24]  WriteData_out[24]           4                      2
6_report  ReadReg2[24]  WriteData_out[24]          30                      2
4_1_cts          rt[0]          rd_out[0]           1                      3
final cells by class:
| type | instances | area, um2 |
|---|---|---|
| well taps | 216 | 270 |
| diodes | 3 | 7.51 |
| inverters | 106 | 398 |
| multi-input cells | 814 | 5690 |
| fillers | 1382 | 5420 |
| repair buffers | 284 | 2600 |
| flip-flops and latches | 96 | 1440 |
where the power goes:
| group | internal [uW] | switching, uW |
|---|---|---|
| Clock | 0.000402 | 0 |
| Combinational | 1550 | 1410 |
| Sequential | 321 | 68.2 |
| Total | 1870 | 1480 |
cell families (layout without fill, tap and decap cells):
family | count (synthesis) | after routing
latches | 96 | 96
AOI/OAI and AO/OA | 340 | 340
and+or+nand+nor | 259 | 259
xor gates and xnor gates | 29 | 29
buffers and inverters | 212 | 390
muxes | 87 | 87
other | 0 | 3
adders and majority gates | 99 | 99
timing repair:
item,CTS,global route
cloned,0,0
setup endpoints to repair,37,4
gates resized,166,5
hold buffers,0,0
Power and IR drop assume default switching activity.
